$ cat flow/run.sh
#!/bin/bash
# OpenROAD 26Q1-2900-gdf79404cd8, Yosys 0.63+post, stock flow scripts
make -C /OpenROAD-flow-scripts/flow DESIGN_CONFIG=/design/flow/config.mk WORK_HOME=/design/flow/orfs finish
$ cat flow/constraint.sdc
current_design Bin2BCD16

set clk_period 15.9
set clk_io_pct 0.2

create_clock -name clk0 -period $clk_period

set non_clock_inputs [all_inputs -no_clocks]
set_input_delay [expr $clk_period * $clk_io_pct] -clock clk0 $non_clock_inputs
set_output_delay [expr $clk_period * $clk_io_pct] -clock clk0 [all_outputs]
$ cat flow/design.v
module Add3(A, S);
	input [3:0] A;  
	output [3:0] S;  
	reg [3:0] S;
	always @ (A)
		case (A)
			4'b0000: S <= 4'b0000;
			4'b0001: S <= 4'b0001;
			4'b0010: S <= 4'b0010;
			4'b0011: S <= 4'b0011;
			4'b0100: S <= 4'b0100;
			4'b0101: S <= 4'b1000;
			4'b0110: S <= 4'b1001;
			4'b0111: S <= 4'b1010;
			4'b1000: S <= 4'b1011;
			4'b1001: S <= 4'b1100;
			default: S <= 4'b0000;  
		endcase
endmodule
module Add3b(a0,a1,a2,a3, s0,s1,s2,s3);
	input a3, a2, a1, a0;  
	output s3, s2, s1, s0;  
	wire [3:0] A;
	reg [3:0] S;
	assign A = {a3,a2,a1,a0};
	assign {s3,s2,s1,s0} = S;
	always @ (A)
		case (A)
			4'b0000: S <= 4'b0000;
			4'b0001: S <= 4'b0001;
			4'b0010: S <= 4'b0010;
			4'b0011: S <= 4'b0011;
			4'b0100: S <= 4'b0100;
			4'b0101: S <= 4'b1000;
			4'b0110: S <= 4'b1001;
			4'b0111: S <= 4'b1010;
			4'b1000: S <= 4'b1011;
			4'b1001: S <= 4'b1100;
			default: S <= 4'b0000;  
		endcase
endmodule
module Bin2BCD4(inBin, tens, ones);
	input [3:0] inBin;  
	output [3:0] tens, ones;
	wire [3:0] A0in, A1in, A2in;  
	wire [3:0] A0out, A1out, A2out;  
	Add3 Add3Digit0(.A (A0in), .S (A0out));
	assign A0in = {1'b0, inBin[3:1]};
	assign tens = {3'b000, A0out[3]};
	assign ones = {A0out[2:0], inBin[0]};
endmodule
module Bin2BCD8(inBin, hundreds, tens, ones);
	input [7:0] inBin;  
	output [3:0] hundreds, tens, ones;
	wire [3:0] A0in, A1in, A2in, A3in, A4in, A5in, A6in;  
	wire [3:0] A0out, A1out, A2out, A3out, A4out, A5out, A6out;  
	Add3 Add3Digit0(.A (A0in), .S (A0out));
	Add3 Add3Digit1(.A (A1in), .S (A1out));
	Add3 Add3Digit2(.A (A2in), .S (A2out));	
	Add3 Add3Digit3(.A (A3in), .S (A3out));
	Add3 Add3Digit4(.A (A4in), .S (A4out));
	Add3 Add3Digit5(.A (A5in), .S (A5out));
	Add3 Add3Digit6(.A (A6in), .S (A6out));
	assign A0in = {1'b0, inBin[7:5]};
	assign A1in = {A0out[2:0], inBin[4]};
	assign A2in = {A1out[2:0], inBin[3]};
	assign A3in = {A2out[2:0], inBin[2]};
	assign A4in = {A3out[2:0], inBin[1]};
	assign A5in = {1'b0, A0out[3], A1out[3], A2out[3]};
	assign A6in = {A5out[2:0], A3out[3]};
	assign hundreds = {2'b00, A5out[3], A6out[3]};
	assign tens = {A6out[2:0], A4out[3]};
	assign ones = {A4out[2:0], inBin[0]};
endmodule
module Bin2BCD16(inBin, thousands10, thousands, hundreds,tens, ones);
	input [15:0] inBin;  
	output [3:0] thousands10, thousands, hundreds, tens, ones;  
	wire [3:0] A00out,A01out,A02out,A03out,A04out,A05out,A06out,A07out,A08out,A09out;
	wire [3:0] A10out,A11out,A12out,A13out,A14out,A15out,A16out,A17out,A18out,A19out; 
	wire [3:0] A20out,A21out,A22out,A23out,A24out,A25out,A26out,A27out,A28out,A29out; 
	wire [3:0] A30out,A31out,A32out,A33out; 
	wire [19:0] w00,w01,w02,w03,w04,w05,w06,w07,w08,w09,w10,w11,w12,w13,w14,w15,w16,w17,w18,w19;
	assign w00 = {4'b0000, inBin[15:0]};
	Add3 Add3Digit00(.A (w00[16:13]), .S (A00out));
	assign w01 = {w00[19:17], A00out, w00[12:0]};
	Add3 Add3Digit01(.A (w01[15:12]), .S (A01out));
	assign w02 = {w01[19:16], A01out, w01[11:0]};
	Add3 Add3Digit02(.A (w02[14:11]), .S (A02out));
	assign w03 = {w02[19:15], A02out, w02[10:0]};
	Add3 Add3Digit13(.A (w03[17:14]), .S (A13out));
	Add3 Add3Digit03(.A (w03[13:10]), .S (A03out));
	assign w04 = {w03[19:18], A13out, A03out, w03[9:0]};
	Add3 Add3Digit14(.A (w04[16:13]), .S (A14out));
	Add3 Add3Digit04(.A (w04[12:09]), .S (A04out));
	assign w05 = {w04[19:17], A14out, A04out, w04[8:0]};
	Add3 Add3Digit15(.A (w05[15:12]), .S (A15out));
	Add3 Add3Digit05(.A (w05[11:08]), .S (A05out));
	assign w06 = {w05[19:16], A15out, A05out, w05[7:0]};
	Add3 Add3Digit23(.A (w06[18:15]), .S (A23out));
	Add3 Add3Digit16(.A (w06[14:11]), .S (A16out));
	Add3 Add3Digit06(.A (w06[10:7]), .S (A06out));
	assign w07 = {w06[19], A23out, A16out, A06out, w06[6:0]};
	Add3 Add3Digit24(.A (w07[17:14]), .S (A24out));
	Add3 Add3Digit17(.A (w07[13:10]), .S (A17out));
	Add3 Add3Digit07(.A (w07[9:6]), .S (A07out));
	assign w08 = {w07[19:18], A24out, A17out, A07out, w07[5:0]};
	Add3 Add3Digit25(.A (w08[16:13]), .S (A25out));
	Add3 Add3Digit18(.A (w08[12:9]), .S (A18out));
	Add3 Add3Digit08(.A (w08[8:5]), .S (A08out));
	assign w09 = {w08[19:17], A25out, A18out, A08out, w08[4:0]};
	Add3 Add3Digit30(.A (w09[19:16]), .S (A30out));
	Add3 Add3Digit26(.A (w09[15:12]), .S (A26out));
	Add3 Add3Digit19(.A (w09[11:8]), .S (A19out));
	Add3 Add3Digit09(.A (w09[7:4]), .S (A09out));
	assign w10 = {A30out, A26out, A19out, A09out, w09[3:0]};
	Add3 Add3Digit31(.A (w10[18:15]), .S (A31out));
	Add3 Add3Digit27(.A (w10[14:11]), .S (A27out));
	Add3 Add3Digit20(.A (w10[10:7]), .S (A20out));
	Add3 Add3Digit10(.A (w10[6:3]), .S (A10out));
	assign w11 = {w10[19], A31out, A27out, A20out, A10out, w10[2:0]};
	Add3 Add3Digit32(.A (w11[17:14]), .S (A32out));
	Add3 Add3Digit28(.A (w11[13:10]), .S (A28out));
	Add3 Add3Digit21(.A (w11[9:6]), .S (A21out));
	Add3 Add3Digit11(.A (w11[5:2]), .S (A11out));
	assign w12 = {w11[19:18], A32out, A28out, A21out, A11out, w11[1:0]};
	Add3 Add3Digit33(.A (w12[16:13]), .S (A33out));	
	Add3 Add3Digit29(.A (w12[12:9]), .S (A29out));
	Add3 Add3Digit22(.A (w12[8:5]), .S (A22out));
	Add3 Add3Digit12(.A (w12[4:1]), .S (A12out));
	assign w13 = {w12[19:17], A33out, A29out, A22out, A12out, w12[0]};
	assign thousands10 = w13[19:16];
	assign thousands = w13[15:12];
	assign hundreds = w13[11:8];
	assign tens = w13[7:4];
	assign ones = w13[3:0];
endmodule
$ cat flow/config.mk
export PLATFORM = sky130hd
export DESIGN_NAME = Bin2BCD16
export DESIGN_NICKNAME = Bin2BCD16
export VERILOG_FILES = /design/flow/design.v
export SDC_FILE = /design/flow/constraint.sdc
export NUM_CORES = 4
export LEC_CHECK = 1
export CORE_UTILIZATION = 50
==> impl_metrics.prom <==
# HELP chip_impl_metric Synthesis and place-and-route metrics
# TYPE chip_impl_metric gauge
chip_impl_info{name="status",value="finished, final reports clean"} 1
chip_impl_info{name="crit_path_start_kind",value="input pin"} 1
chip_impl_metric{name="warning_count",unit=""} 32
chip_impl_metric{name="drt_pre_antenna_iters",unit=""} 5
chip_impl_metric{name="setup_slack",unit="ns"} 2.58
chip_impl_info{name="timing.critical_path.to_type",value="output port"} 1
chip_impl_metric{name="design.core.area",unit="um^2"} 8260
chip_impl_metric{name="antenna_found_initial",unit=""} 0
chip_impl_metric{name="std_cell_rows",unit=""} 33
chip_impl_metric{name="yosys.stat.seqShare",unit=""} 0
chip_impl_metric{name="route.final.wire_length",unit="um"} 11800
chip_impl_metric{name="finalHoldViolCount",unit=""} 0
chip_impl_metric{name="grt_use_met2",unit=""} 0.429
chip_impl_metric{name="fmax",unit="MHz"} 75.1
chip_impl_metric{name="tightest_slew",unit="ns"} 0.834
chip_impl_info{name="most_numerous_logic_cell_after_layout",value="nand2_1"} 1
chip_impl_metric{name="grt_overflow_total",unit=""} 0
chip_impl_metric{name="cap_viol_max_count",unit=""} 0
chip_impl_metric{name="worst_ep_required_time",unit="ns"} 12.72
chip_impl_metric{name="max_slew_margin",unit=""} 0.444
chip_impl_metric{name="antenna-diode-count",unit=""} 0
chip_impl_metric{name="port_buffers",unit=""} 33
chip_impl_metric{name="num_vias",unit=""} 5028
chip_impl_info{name="hold_path.class",value="input pin to output port"} 1
chip_impl_metric{name="detailedPlacementHpwl",unit="um"} 8770
chip_impl_metric{name="finalSetupViolations",unit=""} 0
chip_impl_metric{name="critical_path_arrival",unit="ns"} 10.14
chip_impl_metric{name="grtUsageMet3",unit=""} 0.0114
chip_impl_metric{name="largest_net_degree_at_the_start_of_global_routing",unit=""} 33
chip_impl_metric{name="io_pins",unit=""} 36
chip_impl_metric{name="pre_place_util",unit=""} 0.519
chip_impl_metric{name="post_synth_instance_area",unit="um^2"} 4290
chip_impl_metric{name="post_drt_wl_per_cell",unit="um"} 16.3
chip_impl_metric{name="synth.lib_cells_used.distinct",unit=""} 112
chip_impl_metric{name="via_per_inst",unit=""} 6.95
chip_impl_metric{name="post-cts-setup-buffers",unit=""} 0
chip_impl_metric{name="syn_avg_cell_area",unit="um^2"} 6.81
chip_impl_metric{name="filler_cell_count",unit=""} 788
chip_impl_metric{name="final-seq-area",unit="um^2"} 0
chip_impl_metric{name="grt_first_pass_wirelength",unit="um"} 20400
chip_impl_metric{name="period_needed",unit="ns"} 13.32
chip_impl_metric{name="drcViolationCount",unit=""} 0
chip_impl_metric{name="post-route-period-util",unit=""} 0.838
chip_impl_metric{name="track_usage",unit=""} 0.272
chip_impl_metric{name="drt_first_iter_violations",unit=""} 303
chip_impl_metric{name="grt_use_met1",unit=""} 0.419
chip_impl_info{name="criticalPathCategory",value="input pin to output port"} 1
chip_impl_info{name="layout.cells.most_common_list",value="nand2_1 (59), nor2_1 (45), a21oi_1 (43)"} 1
chip_impl_metric{name="peak_supply_drop",unit="mV"} 0.0886
chip_impl_metric{name="finalSetupTns",unit="ns"} 0
chip_impl_metric{name="total_leakage_power",unit="nW"} 1.54
chip_impl_metric{name="n_clock_buffer",unit=""} 0
chip_impl_metric{name="antenna_violating_nets_left",unit=""} 0
chip_impl_metric{name="area_growth",unit="%"} 5.96
chip_impl_metric{name="pre_cts_slack",unit="ns"} 2.67
chip_impl_metric{name="cp_max_fo",unit=""} 25
chip_impl_metric{name="die_w",unit="um"} 94.6
chip_impl_metric{name="cts_hold_buf",unit=""} 0
chip_impl_metric{name="total_die_size",unit="um^2"} 8950
chip_impl_metric{name="cts.repair.resized",unit=""} 0
chip_impl_metric{name="post_synthesis_cell_count",unit=""} 629
chip_impl_metric{name="power_density",unit="nW/um^2"} 139
chip_impl_metric{name="layout_cells_sized_above_1",unit=""} 0.104
chip_impl_metric{name="final-max-slew-violation-count",unit=""} 0
chip_impl_info{name="grt_most_used_layer",value="met2"} 1
chip_impl_metric{name="yosysWarnings",unit=""} 1
chip_impl_metric{name="yosys_synthesis_chip_area",unit="um^2"} 4290
chip_impl_metric{name="finalWeightedCongestion",unit=""} 0.920
chip_impl_metric{name="number_of_global_route_vias_before_repair",unit=""} 4327
chip_impl_metric{name="floorplan.die.height",unit="um"} 94.6
chip_impl_metric{name="yosys_cells",unit=""} 629
chip_impl_info{name="rsz0062_at_grt",value="false"} 1
chip_impl_metric{name="numSequentialCells",unit=""} 0
-- final timing paths --
check | startpoint | end | depth (start not counted)
setup / recovery | inBin[10] | hundreds[1] | 18
hold / removal | inBin[0] | ones[0] | 0
-- cells in the mapped netlist, types with 5 or more instances --
cell | count | area (um^2)
a2111oi_0 | 6 | 52.6
a211o_1 | 8 | 70.1
a211oi_1 | 17 | 128
a21o_1 | 10 | 75.1
a21oi_1 | 43 | 215
a22o_1 | 7 | 61.3
a22oi_1 | 6 | 45.0
a311oi_1 | 5 | 43.8
a31oi_1 | 12 | 75.1
and2_1 | 12 | 75.1
and3_1 | 5 | 31.3
buf_2 | 22 | 110
buf_4 | 5 | 37.5
clkbuf_1 | 18 | 67.6
inv_1 | 13 | 48.8
mux2i_1 | 11 | 110
nand2_1 | 59 | 221
nand3_1 | 19 | 95.1
nand3b_1 | 8 | 60.1
nand4_1 | 12 | 75.1
nor2_1 | 45 | 169
nor2b_1 | 6 | 37.5
nor3_1 | 17 | 85.1
nor3b_1 | 6 | 45.0
nor4_1 | 11 | 68.8
o211ai_1 | 13 | 97.6
o21a_1 | 8 | 60.1
o21ai_0 | 30 | 150
o21ai_1 | 6 | 30.0
o22ai_1 | 8 | 50.1
o31a_1 | 5 | 43.8
o31ai_1 | 7 | 52.6
or2_2 | 6 | 37.5
or3_1 | 12 | 75.1
or3b_1 | 5 | 43.8
-- layout make-up --
cell class	count	area, um^2	area share
inverter	15	56.3	0.0124
multi-input combinational	562	3960	0.873
tap	105	131	0.0289
timing repair buffer	41	390	0.0860
-- per-stage QoR --
step	total power, W	area, um^2	std cells	hold WS [ns]	utilization
after floorplan	0.000454	4290	629	6.43	-
after global placement	0.000618	4540	723	6.36	0.550
after detailed placement	0.000621	4540	723	6.36	0.550
after CTS	0.000625	4540	723	6.36	0.550
after global routing	0.000706	4540	723	6.36	0.550
final	0.000630	4540	723	6.36	0.550
-- per-layer routing --
metal | wire length, um | vias up
li1 | - | 2527
met1 | 5700 | 2318
met2 | 5290 | 175
met3 | 697 | 8
met4 | 78 | 0
met5 | 0 | -
-- logic make-up (layout without fill, tap and decap cells) --
| kind of cell | after synthesis | count (layout) | share of synthesized area |
|---|---|---|---|
| simple gates | 256 | 256 | 0.328 |
| buf+inv | 67 | 56 | 0.0753 |
| fa+ha+maj | 4 | 4 | 0.00934 |
| other cells | 1 | 1 | 0.000875 |
| xor+xnor | 7 | 7 | 0.0143 |
| mux | 15 | 15 | 0.0362 |
| compound gates | 279 | 279 | 0.535 |
-- worst max-delay path, stage by stage --
cell and delay, ns:
clkdlybuf4s50_1 0.83, or3b_1 0.56, o22a_1 0.26, o2bb2ai_2 0.20
a21oi_1 0.38, a211o_1 0.27, nand2_1 0.28, maj3_1 0.45
a21oi_1 0.68, o2111a_1 0.66, mux2_2 0.42, a211oi_4 0.38
or2_1 0.15, o211a_2 0.26, and3_1 0.19, nor3_1 0.05
or4_1 0.51, clkdlybuf4s50_1 0.41
-- report_power, final --
group	internal [W]	total, W	switching [W]
logic	0.000294	0.000630	0.000336
registers	0	0	0
clock network	0	0	0
total	0.000294	0.000630	0.000336
Power figures rest on the tool's default switching activity, not on a simulated workload.
