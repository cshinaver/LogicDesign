==> ./run.sh <==
#!/bin/bash
# OpenROAD 26Q1-2900-gdf79404cd8, Yosys 0.63+post, stock flow scripts
make -C /OpenROAD-flow-scripts/flow DESIGN_CONFIG=/design/flow/config.mk WORK_HOME=/design/flow/orfs finish
==> ./config.mk <==
export PLATFORM = sky130hd
export DESIGN_NAME = Add3b
export DESIGN_NICKNAME = Add3b
export VERILOG_FILES = /design/flow/design.v
export SDC_FILE = /design/flow/constraint.sdc
export NUM_CORES = 4
export LEC_CHECK = 1
export CORE_AREA = 10 10 70 70
export DIE_AREA = 0 0 80 80
==> ./constraint.sdc <==
current_design Add3b

set clk_period 1.5
set clk_io_pct 0.2

create_clock -name clk0 -period $clk_period

set non_clock_inputs [all_inputs -no_clocks]
set_input_delay [expr $clk_period * $clk_io_pct] -clock clk0 $non_clock_inputs
set_output_delay [expr $clk_period * $clk_io_pct] -clock clk0 [all_outputs]
==> ./design.v <==
module Add3(A, S);
	input [3:0] A;  
	output [3:0] S;  
	reg [3:0] S;
	always @ (A)
		case (A)
			4'b0000: S <= 4'b0000;
			4'b0001: S <= 4'b0001;
			4'b0010: S <= 4'b0010;
			4'b0011: S <= 4'b0011;
			4'b0100: S <= 4'b0100;
			4'b0101: S <= 4'b1000;
			4'b0110: S <= 4'b1001;
			4'b0111: S <= 4'b1010;
			4'b1000: S <= 4'b1011;
			4'b1001: S <= 4'b1100;
			default: S <= 4'b0000;  
		endcase
endmodule
module Add3b(a0,a1,a2,a3, s0,s1,s2,s3);
	input a3, a2, a1, a0;  
	output s3, s2, s1, s0;  
	wire [3:0] A;
	reg [3:0] S;
	assign A = {a3,a2,a1,a0};
	assign {s3,s2,s1,s0} = S;
	always @ (A)
		case (A)
			4'b0000: S <= 4'b0000;
			4'b0001: S <= 4'b0001;
			4'b0010: S <= 4'b0010;
			4'b0011: S <= 4'b0011;
			4'b0100: S <= 4'b0100;
			4'b0101: S <= 4'b1000;
			4'b0110: S <= 4'b1001;
			4'b0111: S <= 4'b1010;
			4'b1000: S <= 4'b1011;
			4'b1001: S <= 4'b1100;
			default: S <= 4'b0000;  
		endcase
endmodule
==> changes_impl.md <==
### Changed

- Outcome: finished, final reports clean
- Die outline height: 80 um
- Part of the power in registers: 0
- Comb pwr share: 1.000
- Portion of total power attributed to the clock network: 0
- Area post-placement: about 250 um^2
- I/O Buffers: 8
- Worst hold path stage count: 4
- Highest net fanout along the worst path: 2
- Proportion of synthesized chip area in sequential cells: 0
- Count of antenna-violating nets left after detailed routing: 0
- Number of distinct library cell variants in the gate-level netlist after synthesis: 12
- Cell-by-cell trace of the critical path: buf_2 > or4b_4 > o311ai_2 > buf_2
- Area of all placed cells without fillers: roughly 250 um^2
- Post-DR wirelength/cell: slightly below 6 um
- Average size of a mapped cell: slightly above 7 um^2
- Signed area change from the synthesized netlist to the final layout: 170.3%
- FF+latch area: 0 um^2
- Cell area after technology mapping: between 90 and 100 um^2
- Startpoint types: primary input
- Final Wtd Congestion: around 0.72
- Core utilization of the finished layout: 0.07326
- Number of global-route vias before repair: 127
- Number of logged tool warnings: 33
- Synth area leader: sky130_fd_sc_hd__or3b_2
- Initial antenna violation count: 0
- Starting DRC count in detailed routing: 3
- DRC: 0
- Cell at the slowest stage of the critical path: sky130_fd_sc_hd__or4b_4
- Internal Dissipation: 28.88 uW
- Setup Buffers After CTS: 0
- Arrival time at the worst endpoint: approximately 1200 ps
- Relative max-transition margin: 0.8629
- Max Fclk: between 600 and 700 MHz
- GRT Total Usage: 0.01108
- Share of the cycle needed by the critical path after routing: 0.9834
- Yosys cell count: 13
- Num ports: 8
- Aggregate global routing overflow: 0
- Delay of the slowest cell on the worst path: 540 ps
- Leakage dissipation: ~0.000094 uW
- Critical Path Start: a1
- Worst Max-Slew Pin Slew: 205.3 ps
- Time the final worst path needs with I/O delays and setup: 1475 ps
- Worst min-delay path class: primary input to output pin
- Maximum number of pins on one net before global-route repair: 8
- Cell type with the highest occurrence count on the critical path: sky130_fd_sc_hd__buf_2
- Hold Crit Endpoint: s1
- Crit path capture type: output pin
- Total die size: 6400 um^2
- Floorplan core density: 0.02711
- Net switching power of the design: 19.41 uW
- Detailed placement HPWL: 304.5 um
- Number of warnings reported in the yosys synthesis log: 1
- Final hold violations: 0
- YS chip area: a little over 90 um^2
- Flip-flops: 0
- Net Sw Frac: 0.4019
- Synthesized instance count: 13
- IR Drop Worst-Case VDD: about 0.000022 V
- Width of the chip: 80 um
- Worst endpoint required time: between 1000 and 1500 ps
- Tally of clock buffers in the finished layout: 0
- # rows: 21
- Pwr per Cell Area: ~190 nW/um^2
- DR vias: 142
- Number of vias per cell after detailed routing: 2.029
- Top area cell types: sky130_fd_sc_hd__or3b_2, sky130_fd_sc_hd__or4b_1, sky130_fd_sc_hd__and2b_2
- Final Max Tran Viols: 0
- Share of Yosys cell area claimed by the top area cell type: 0.1892
- Floorplan Core Area: between 3000 and 4000 um^2
- Share of cells above drive strength 1: 0.7083
- Unrepaired setup endpoints after global routing: true
- Max-cap check violation count: 0
- Final wirelength: 404 um
- Initial DRT Pass Iterations: 2
- Number of diodes added for antenna fixing: 0
- Worst setup path category: primary input to output pin
- Quantity of hold-fixing buffers added after cts: 0
- Count of final setup violators: 0
- Fill cell instance count of the final layout: 409
- First-pass GRT wire length: 607 um
- Hold_sp: a1
## power groups by stage
| stage | clock (uW) | sequential, uW | combinational (uW) |
|---|---|---|---|
| after CTS | 0 | 0 | 46.9 |
| after global routing | 0 | 0 | 54.2 |
| final | 0 | 0 | 48.3 |
## per-layer routing
| metal | GRT usage | vias up | routed length, um |
|---|---|---|---|
| met5 | 0 | - | 0 |
| met3 | 0.003409 | 0 | 56 |
| met4 | 0 | 0 | 0 |
| met2 | 0.01445 | 7 | 127 |
| met1 | 0.01780 | 61 | 220 |
| li1 | - | 74 | - |
## worst max-delay path by stage
stage	to	slack [ps]	depth (start not counted)
final	s0	20	4
after global routing	s0	-6	4
after CTS	s0	20	4
## worst max-delay path: cells and delay by family
kind / cells / cell delay (ps)
buf+inv: 2 / 260
simple gates: 1 / 540
compound gates: 1 / 80
## layout make-up
type | count | area, um^2 | area share
inverters | 1 | 3.754 | 0.01500
multi-input cells | 12 | 112.6 | 0.4500
well taps | 46 | 57.56 | 0.2300
repair buffers | 11 | 76.32 | 0.3050
## layout by cell type (no fill, tap or decap)
cell / instances
sky130_fd_sc_hd__buf_6: 1
sky130_fd_sc_hd__and2b_2: 1
sky130_fd_sc_hd__o311ai_2: 1
sky130_fd_sc_hd__or3b_4: 1
sky130_fd_sc_hd__o22ai_2: 1
sky130_fd_sc_hd__inv_1: 1
sky130_fd_sc_hd__nand2b_1: 1
sky130_fd_sc_hd__nor2_1: 1
sky130_fd_sc_hd__or3b_2: 1
sky130_fd_sc_hd__or4b_4: 1
sky130_fd_sc_hd__buf_2: 6
sky130_fd_sc_hd__or2b_1: 1
sky130_fd_sc_hd__dlygate4sd2_1: 1
sky130_fd_sc_hd__nand3b_1: 1
sky130_fd_sc_hd__buf_4: 2
sky130_fd_sc_hd__clkdlybuf4s15_2: 1
sky130_fd_sc_hd__o31ai_1: 1
sky130_fd_sc_hd__a21oi_2: 1
## cell families after synthesis
kind of cell           count (synthesis)  share of synthesized area
buffers and inverters                  1                    0.04050
and+or+nand+nor                        8                     0.6623
AOI/OAI and AO/OA                      4                     0.2973
## through the flow
| stage | setup WS [ps] | power, uW | std cells | hold slack, ps | setup TNS [ps] |
|---|---|---|---|---|---|
| CTS | 24.32 | 46.91 | 70 | 987.3 | 0 |
| finish | 24.96 | 48.29 | 70 | 987.4 | 0 |
| global placement | -738.8 | 50.68 | 70 | 1643 | -2790 |
| detailed placement | -749.3 | 50.93 | 70 | 1647 | -2781 |
| global route | -6.293 | 54.24 | 70 | 1017 | -12.91 |
| floorplan | 295.3 | 12.46 | 13 | 610.6 | 0 |
## synth_stat cells, drive strengths merged
library cell / count
a21oi: 1
and2b: 1
inv: 1
nand2b: 1
nand3b: 1
nor2: 1
o22ai: 1
o311ai: 1
o31ai: 1
or2b: 1
or3b: 2
or4b: 1
## repair_timing
item / in CTS / in global routing
gates resized: 31 / 1
pin swaps: 4 / 0
gates cloned: 0 / 0
setup endpoints to repair: 4 / 3
Power is estimated from default activity; no workload was simulated.
